### /design/flow/run.sh
#!/bin/bash
# OpenROAD 26Q1-2900-gdf79404cd8, Yosys 0.63+post, stock flow scripts
make -C /OpenROAD-flow-scripts/flow DESIGN_CONFIG=/design/flow/config.mk WORK_HOME=/design/flow/orfs finish
### /design/flow/config.mk
export PLATFORM = sky130hd
export DESIGN_NAME = uart_if_16bit
export DESIGN_NICKNAME = uart_if_16bit
export VERILOG_FILES = /design/flow/design.v
export SDC_FILE = /design/flow/constraint.sdc
export NUM_CORES = 4
export LEC_CHECK = 1
export CORE_UTILIZATION = 50
### /design/flow/constraint.sdc
current_design uart_if_16bit

set clk_period 4.5
set clk_io_pct 0.2

create_clock -name clk0 -period $clk_period [get_ports {clk}]

set non_clock_inputs [all_inputs -no_clocks]
set_input_delay [expr $clk_period * $clk_io_pct] -clock clk0 $non_clock_inputs
set_output_delay [expr $clk_period * $clk_io_pct] -clock clk0 [all_outputs]
### /design/flow/design.v
`timescale 1ns/1ps
module baudgen
    (input clk, rstb,
     input [1:0] baudsel,
     output bclkx8, bclk);
    reg [5:0] temp1;
    reg [3:0] temp2, temp3;
    always@(posedge clk or negedge rstb)
    begin
        if(!rstb) temp1<=6'd0;
        else if(temp1==6'd53) temp1<=6'd0;
        else temp1<=temp1+6'd1;
    end
    always@(posedge clk or negedge rstb)
    begin
        if(!rstb) {temp2, temp3}<=8'd0;
        else if(temp1==6'd53) begin temp2<=temp2+4'd1; temp3<=temp3+4'd1; end
        else if(temp1==6'd6|temp1==6'd13|temp1==6'd20|temp1==6'd26|
                temp1==6'd32|temp1==6'd39|temp1==6'd46) temp2<=temp2+4'd1;
    end
    assign bclkx8=temp2[baudsel];
    assign bclk=temp3[baudsel];
endmodule
`timescale 1ns/1ps
module uart
    (input clk, rstb, scisel, rw, rxd,
     input [1:0] addr,
     inout [7:0] dbus,
     output sciirq, txd);
    wire [7:0] rdr, scsr, sccr;
    reg tdre, rdrf, oe, fe, tie, rie;
    reg [1:0] baudsel;
    wire settdre, setrdrf, setoe, setfe, loadtdr, loadsccr;
    wire clrrdrf, bclk, bclkx8, scir, sciw;
    baudgen bg(.clk(clk), .rstb(rstb), .baudsel(baudsel), .bclkx8(bclkx8), .bclk(bclk));
    uart_tx tx(.clk(clk), .rstb(rstb), .bclk(bclk), .tdre(tdre), .loadtdr(loadtdr), .dbus(dbus),
               .settdre(settdre), .txd(txd));
    uart_rx rx(.clk(clk), .rstb(rstb), .bclkx8(bclkx8), .rxd(rxd), .rdrf(rdrf), .rdr(rdr),
               .setrdrf(setrdrf), .setoe(setoe), .setfe(setfe));
    always@(posedge clk or negedge rstb)
    if(!rstb) {oe, fe, tie, rie, rdrf, tdre} <= 6'd1;
    else
    begin
        tdre <= (settdre & ~tdre) | (~loadtdr & tdre);
        rdrf <= (setrdrf & ~rdrf) | (~clrrdrf & rdrf);
        oe <= (setoe & ~oe) | (~clrrdrf & oe);
        fe <= (setfe & ~fe) | (~clrrdrf & fe);
        if(loadsccr) {tie, rie, baudsel} <= {dbus[7:6], dbus[1:0]};
    end
    assign sciirq = ((rie==1'b1 & (rdrf==1'b1 | oe==1'b1)) | (tie==1'b1 & tdre==1'b1))?1'b1:1'b0;
    assign scsr = {tdre, rdrf, 4'd0, oe, fe};
    assign sccr = {tie, rie, 4'd0, baudsel};
    assign scir = (scisel==1'b1 & rw==1'b0)?1'b1:1'b0;
    assign sciw = (scisel==1'b1 & rw==1'b1)?1'b1:1'b0;
    assign clrrdrf = (scir==1'b1 & addr==2'b00)?1'b1:1'b0;
    assign loadtdr = (sciw==1'b1 & addr==2'b00)?1'b1:1'b0;
    assign loadsccr = (sciw==1'b1 & addr==2'b11)?1'b1:1'b0;
    assign dbus = (scir==1'b0)?8'dz:((addr==2'b00)?rdr:((addr==2'b01)?scsr:sccr));
endmodule
`timescale 1ns/1ps
module uart_if_16bit
    (input clk, rstb, rxd,
     output txd);
    localparam st=2'b01, rx=2'b00, st_tx=2'b10, tx=2'b11;
    reg [15:0] rx_dt;
    wire [15:0] tx_dt;
    wire [7:0] dbus;
    wire sciirq;
    reg [7:0] rx_1d, wdt;
    reg scisel, rw, cnt, inv, uld, ld_tdre, tdre;
    reg [1:0] addr, cst, nst;
    uart u1(.clk(clk), .rstb(rstb), .scisel(scisel), .rw(rw), .rxd(rxd), .addr(addr), .dbus(dbus),
            .sciirq(sciirq), .txd(txd));
    assign dbus=wdt;
    assign tx_dt=rx_dt;
    always@(posedge clk or negedge rstb)
    if(!rstb) {cnt, cst}<={1'b0, st};
    else
    begin
        cst<=nst;
        if(inv) cnt<=~cnt;
        if(uld&!cnt) rx_1d<=dbus;
        if(uld&cnt) rx_dt<={dbus, rx_1d};
        if(ld_tdre) tdre<=dbus[7];
    end
    always@*
    begin {inv, uld, ld_tdre, scisel}=4'b0001; wdt=8'dz;
        case(cst)
        st: begin {addr, rw}=3'b111; wdt=8'b01000000; nst=rx; end
        rx: begin {addr, rw}=3'b000; if(sciirq) if(!cnt) {inv, uld, nst}={2'b11, rx};
            else {inv, uld, nst}={2'b11, st_tx}; else {scisel, nst}={1'b0, rx}; end
        st_tx: begin {addr, rw}=3'b010; {ld_tdre, nst}={1'b1, tx}; end
        tx: begin {addr, rw}=3'b001; if(tdre) if(!cnt) {inv, wdt, nst}={1'b1, tx_dt[7:0], st_tx};
            else {inv, wdt, nst}={1'b1, tx_dt[15:8], rx}; else {scisel, nst}={1'b0, st_tx}; end
        endcase
    end
endmodule
`timescale 1ns/1ps
module uart_rx
    (input clk, rstb, bclkx8, rxd, rdrf,
     output reg [7:0] rdr,
     output reg setrdrf, setoe, setfe);
    localparam idle = 2'b00, startdt = 2'b01, rdata = 2'b11;
    reg [1:0] cst, nst;
    reg [7:0] rsr;
    reg [2:0] ct1;
    reg [3:0] ct2;
    reg inc1, inc2, clr1, clr2, shftrsr, loadrdr, bclkx8d;
    wire bclkx8r = bclkx8 & (~bclkx8d);
    always@*
    begin {inc1, inc2, clr1, clr2, shftrsr, loadrdr, setrdrf, setoe, setfe} = 9'd0;
        case(cst)
        idle: if(!rxd) nst = startdt; else nst = idle;
        startdt: if(!bclkx8r) nst = startdt;
                 else if(rxd) {clr1, nst} = {1'b1, idle};
                 else if(ct1 == 3'd3) {clr1, nst} = {1'b1, rdata};
                 else {inc1, nst} = {1'b1,startdt};
        rdata: if(!bclkx8r) nst = rdata;
               else
               begin inc1 = 1'b1;
                   if(ct1 != 3'd7) nst = rdata;
                   else if(ct2 != 4'd8) {shftrsr, inc2, clr1, nst} = {3'b111, rdata};
                   else
                   begin {setrdrf, clr1, clr2, nst} = {3'b111, idle};
                       if(rdrf) setoe = 1'b1;
                       else if(!rxd) setfe = 1'b1;
                       else loadrdr = 1'b1;
                   end
               end
        default: nst = idle;
        endcase
    end
    always@(posedge clk or negedge rstb)
    if(!rstb) {bclkx8d, ct1, ct2, cst} <= {8'd0, idle};
    else
    begin
        cst <= nst;
        bclkx8d <= bclkx8;
        if(clr1) ct1 <= 3'd0; else if(inc1) ct1 <= ct1 + 3'd1;
        if(clr2) ct2 <= 4'd0; else if(inc2) ct2 <= ct2 + 4'd1;
        if(shftrsr) rsr <= {rxd, rsr[7:1]};
        if(loadrdr) rdr <= rsr;
    end
endmodule
`timescale 1ns/1ps
module uart_tx
    (input clk, rstb, bclk, tdre, loadtdr,
     input [7:0] dbus,
     output settdre, txd);
    localparam idle = 2'b00, sync = 2'b01, tdata = 2'b11;
    reg [1:0] cst, nst;
    reg [8:0] tsr;
    reg [7:0] tdr;
    reg [3:0] bct;
    reg inc, clr, loadtsr, shfttsr, start, bclkd;
    assign txd = tsr[0];
    assign settdre = loadtsr;
    wire bclkr = bclk & (~bclkd);
    always@*
    begin {inc, clr, loadtsr, shfttsr, start} = 5'd0;
        case(cst)
        idle: if(!tdre) {loadtsr, nst} = {1'b1, sync}; else {shfttsr, nst} = {1'b1, idle};
        sync: if(bclkr) {start, nst} = {1'b1, tdata}; else nst = sync;
        tdata: if(!bclkr) nst = tdata;
               else if(bct != 4'd8) {shfttsr, inc, nst} = {2'b11, tdata};
               else {clr, nst} = {1'b1, idle};
        default: nst = idle;
        endcase
    end
    always@(posedge clk or negedge rstb)
    if(!rstb) {tsr, cst, bct, bclkd} <= {9'd511, idle, 5'd0};
    else
    begin
        cst <= nst;
        bclkd <= bclk;
        if(clr) bct <= 4'd0; else if(inc) bct <= bct + 4'd1;
        if(loadtdr) tdr <= dbus;
        if(loadtsr) tsr <= {tdr, 1'b1};
        if(start) tsr[0] <= 1'b0;
        if(shfttsr) tsr <= {1'b1, tsr[8:1]};
    end
endmodule
==> GITHUB_STEP_SUMMARY <==
## Synthesis and layout report

| Metric | Value |
|---|---|
| Max-slew headroom | 61.2% |
| Chip Area, Yosys | between 3000 and 4000 sq um |
| Routed Antenna Nets | 0 |
| Endpoints failing hold | 0 |
| Post-CTS Setup Inserts | 0 |
| Final HPWL DP | 4210 um |
| Cell area after synthesis | 3880 sq um |
| Clk root buf | clkbuf_8 |
| R2R Path End | u1.rx.rdr[6]$_DFFE_PP_ |
| Seq share, synth | 59.0% |
| Yosys cell count | approximately 330 |
| Port Buffer Count | 3 |
| CP Cell Sequence | clkdlybuf4s50_1 |
| LEAKAGE | 1.69 nW |
| Final setup TNS | 0 ps |
| CP max-delay cell | dfstp_2 |
| Clock latency on the worst-skew pair | 340 ps |
| Critical Path RT | approximately 3600 ps |
| Flop area | 2290 sq um |
| Routed WL per cell | 14.2 um |
| Worst R2R Path Depth | 4 |
| CP startpoint kind | register |
| Antenna cells | 0 |
| CTS max path bufs | 2 |
| Most frequent cells in the layout | 37 x dfrtp_1, 34 x edfxtp_1, 31 x o21ai_0 |
| Top logic cell by instance count in the layout | dfrtp_1 |
| Synth Register Bits | roughly 84 |
| Tool warnings | 36 |
| Chip area | ~8100 sq um |
| CTS tree | built |
| Hold buffers post-CTS | 0 |
| Floorplan row count | 31 |
| Avg Cell Area, Syn | about 12 sq um |
| Overall Global Routing Usage | between 10% and 20% |
| Distinct cells, synth | approximately 47 |
| Cycle use final | roughly 50% |
| YS warnings | 15 |
| Max_cap viols | 0 |
| Top Ports | 4 |
| Crit path from | u1.tx.tsr[0]$_DFFE_PN1P_ |
| Max Clock Freq | roughly 0.45 GHz |
| Grt total ovfl | 0 |
| Clk sinks | around 84 |
| Largest net degree at the start of global routing | 49 |
| End of the critical path | txd |
| Setup Viol. Count Final | 0 |
| CTS clock-pin slew for the worst setup and hold paths | ~80 ps |
| Area grow syn2layout | 7.81% |
| Post-layout instance area | 4180 sq um |
| Post-place instance area | 4000 sq um |
| Crit. path cell count | 1 |
| Via density | roughly 5.4 |
| Fill count | around 630 |
| Crit. End Element | output pin |
| CTS H-tree depth | 3 |
| CTS Buf Count | 9 |
| Layout cells sized above 1 | 12.4% |
| Setup slack, reg-to-reg | approximately 2400 ps |
| Comb area | roughly 1500 sq um |
| Unrepaired setup endpoints after global routing | false |
| Initial antenna violation count | 0 |
| VDD IR-drop max | about 160 uV |
| First-pass GRT wire length | between 10000 and 15000 um |
| Total number of vias | 2386 |
| Critical path class | register to output pin |
| Final number of max-transition violations | 0 |
| Max incr delay on CP | 530 ps |
| Layout Skew | between 10 and 15 ps |
| Commonest flop | dfrtp_1 |
| Remaining DRCs | 0 |
| Hold crit path type | primary input to async pin |
| Status | completed |
| RR Startpoint | u1.baudsel[0]$_DFFE_PP_ |
| CP Max Fanout | 2 |
| Worst-Margin Slew | between 500 and 600 ps |
| CP bufs+invs | 1 |
| Core ar. | 7370 sq um |
| Initial drt markers | 85 |
| Die width | between 90 and 100 um |
| Tmin final | 2230 ps |
| Arrival @ worst endpoint | 1330 ps |
| Post-synth ARST share | 59.5% |
| Number of enable flip-flop cells | 34 |
| Mapped Cells | ~330 |
| Post-CTS sizing | 0 |
| Cell family with most CP delay | flip-flops |
| Cell Pwr Density | a little over 300 nW/um^2 |
| GP Congestion | ~0.76 |
| Final WL | around 6200 um |
| Number of global-route vias before repair | roughly 2.3k |
| Pre-antenna DRT Iters | 4 |
| Fp_density | between 50 and 60% |
| Die Y | ~90 um |
-- where the power goes --
part | total, mW | leakage [nW] | switching, mW | internal (mW)
clock | 0.491 | 0.0962 | 0.260 | 0.231
sequential | 0.796 | 0.967 | 0.00163 | 0.795
combinational | 0.0142 | 0.628 | 0.0112 | 0.00296
total | 1.30 | 1.69 | 0.273 | 1.03
-- routing by layer --
metal	part of all wire [%]	routed length (um)	track usage (%)
met3	3.5	217	3.95
met4	1.3	82	2.55
met5	0	0	0
met2	45	2780	25.3
met1	51	3140	30.4
-- through the flow --
| step | util (%) | hold slack (ps) | power (mW) | setup slack [ps] | instances |
|---|---|---|---|---|---|
| CTS | 56.7 | 389 | 1.32 | 2230 | 438 |
| floorplan | - | 400 | 0.814 | 2280 | 328 |
| detailed placement | 54.2 | 405 | 0.827 | 2050 | 422 |
| global route | 56.7 | 390 | 1.36 | 2210 | 438 |
| global placement | 54.2 | 401 | 0.827 | 2060 | 422 |
| finish | 56.7 | 403 | 1.30 | 2270 | 438 |
-- worst min path at each step --
stage                 start         endpoint  slack [ps]  cells past startpoint
after CTS              rstb  cnt$_DFFE_PN0P_         390                      1
after global routing   rstb  cnt$_DFFE_PN0P_         390                      1
final                  rstb  cnt$_DFFE_PN0P_         400                      1
-- flip-flops by register name, summed over array words and instances (netlist names), 2 cells and up --
register and count:
u1.tx.tsr 9, rx_1d 6, u1.rx.rsr 3, u1.rx.ct2 4, u1.bg.temp3 4, u1.rx.rdr 2
u1.tx.bct 4, u1.bg.temp2 4, u1.rx.ct1 3, u1.baudsel 2, u1.tx.tdr 8, u1.rx.cst 3
cst 2, u1.tx.cst 3, u1.bg.temp1 6, rx_dt 12
-- cell type report --
cell class	instances	area share, %
multi-input combinational	216	35.2
clock inverter	5	0.808
clock buffer	11	3.62
timing repair buffer	6	1.14
tap	99	2.96
sequential	84	54.7
inverter	17	1.53
-- cell usage after synthesis, types with 3 or more instances --
library cell,instances,share of area [%]
nand3_1,26,3.4
dfstp_2,13,8.8
mux2i_1,11,2.8
and2_1,3,0.48
xor2_1,4,0.90
nand2_1,24,2.3
nor2_1,14,1.4
ha_1,19,6.1
dfrtp_1,37,24
nand2b_1,8,1.3
buf_2,4,0.52
a22o_1,4,0.90
a21oi_1,8,1.0
edfxtp_1,34,26
mux2_2,5,1.5
nor2b_1,10,1.6
nand4b_1,3,0.68
inv_1,17,1.6
o21ai_0,31,4.0
clkbuf_1,5,0.48
nand3b_1,10,1.9
xnor2_1,5,1.1
nand4_1,4,0.65
-- kinds of logic after synthesis --
logic type,share of synthesized area (%)
AND/OR/NAND/NOR,15.7
flip-flops,59.0
AND-OR/OR-AND,8.87
buffers and inverters,3.03
adder cells (fa/ha/maj),6.13
multiplexers,5.26
XOR/XNOR,2.03
-- worst reg2reg max path, delay by kind of cell (launching register included) --
kind             cells  cell delay [ps]
multiplexers         1              430
AND/OR/NAND/NOR      3              860
flip-flops           1              470
Power is estimated from default activity; no workload was simulated.
