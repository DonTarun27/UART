**config.mk**
```make
export PLATFORM = sky130hd
export DESIGN_NAME = uart_if_16bit_dt
export DESIGN_NICKNAME = uart_if_16bit_dt
export VERILOG_FILES = /design/flow/design.v
export SDC_FILE = /design/flow/constraint.sdc
export NUM_CORES = 4
export LEC_CHECK = 1
export CORE_UTILIZATION = 40
```
**constraint.sdc**
```tcl
current_design uart_if_16bit_dt

set clk_period 3.5
set clk_io_pct 0.2

create_clock -name clk0 -period $clk_period [get_ports {clk}]

set non_clock_inputs [all_inputs -no_clocks]
set_input_delay [expr $clk_period * $clk_io_pct] -clock clk0 $non_clock_inputs
set_output_delay [expr $clk_period * $clk_io_pct] -clock clk0 [all_outputs]
```
**design.v**
```verilog
`timescale 1ns/1ps
module baudgen
    (input clk, rstb,
     input [1:0] baudsel,
     output bclkx8, bclk);
    reg [5:0] temp1;
    reg [3:0] temp2, temp3;
    always@(posedge clk or negedge rstb)
    begin
        if(!rstb) temp1<=6'd0;
        else if(temp1==6'd53) temp1<=6'd0;
        else temp1<=temp1+6'd1;
    end
    always@(posedge clk or negedge rstb)
    begin
        if(!rstb) {temp2, temp3}<=8'd0;
        else if(temp1==6'd53) begin temp2<=temp2+4'd1; temp3<=temp3+4'd1; end
        else if(temp1==6'd6|temp1==6'd13|temp1==6'd20|temp1==6'd26|
                temp1==6'd32|temp1==6'd39|temp1==6'd46) temp2<=temp2+4'd1;
    end
    assign bclkx8=temp2[baudsel];
    assign bclk=temp3[baudsel];
endmodule
`timescale 1ns/1ps
module uart
    (input clk, rstb, scisel, rw, rxd,
     input [1:0] addr,
     inout [7:0] dbus,
     output sciirq, txd);
    wire [7:0] rdr, scsr, sccr;
    reg tdre, rdrf, oe, fe, tie, rie;
    reg [1:0] baudsel;
    wire settdre, setrdrf, setoe, setfe, loadtdr, loadsccr;
    wire clrrdrf, bclk, bclkx8, scir, sciw;
    baudgen bg(.clk(clk), .rstb(rstb), .baudsel(baudsel), .bclkx8(bclkx8), .bclk(bclk));
    uart_tx tx(.clk(clk), .rstb(rstb), .bclk(bclk), .tdre(tdre), .loadtdr(loadtdr), .dbus(dbus),
               .settdre(settdre), .txd(txd));
    uart_rx rx(.clk(clk), .rstb(rstb), .bclkx8(bclkx8), .rxd(rxd), .rdrf(rdrf), .rdr(rdr),
               .setrdrf(setrdrf), .setoe(setoe), .setfe(setfe));
    always@(posedge clk or negedge rstb)
    if(!rstb) {oe, fe, tie, rie, rdrf, tdre} <= 6'd1;
    else
    begin
        tdre <= (settdre & ~tdre) | (~loadtdr & tdre);
        rdrf <= (setrdrf & ~rdrf) | (~clrrdrf & rdrf);
        oe <= (setoe & ~oe) | (~clrrdrf & oe);
        fe <= (setfe & ~fe) | (~clrrdrf & fe);
        if(loadsccr) {tie, rie, baudsel} <= {dbus[7:6], dbus[1:0]};
    end
    assign sciirq = ((rie==1'b1 & (rdrf==1'b1 | oe==1'b1)) | (tie==1'b1 & tdre==1'b1))?1'b1:1'b0;
    assign scsr = {tdre, rdrf, 4'd0, oe, fe};
    assign sccr = {tie, rie, 4'd0, baudsel};
    assign scir = (scisel==1'b1 & rw==1'b0)?1'b1:1'b0;
    assign sciw = (scisel==1'b1 & rw==1'b1)?1'b1:1'b0;
    assign clrrdrf = (scir==1'b1 & addr==2'b00)?1'b1:1'b0;
    assign loadtdr = (sciw==1'b1 & addr==2'b00)?1'b1:1'b0;
    assign loadsccr = (sciw==1'b1 & addr==2'b11)?1'b1:1'b0;
    assign dbus = (scir==1'b0)?8'dz:((addr==2'b00)?rdr:((addr==2'b01)?scsr:sccr));
endmodule
`timescale 1ns/1ps
module uart_if_16bit_dt
    (input clk, rstb, rxd, tx_rd,
     input [15:0] tx_dt,
     output txd,
     output reg tx_dn, rx_rd,
     output reg [15:0] rx_dt);
    localparam st=2'b01, rx=2'b00, st_tx=2'b10, tx=2'b11;
    wire [7:0] dbus;
    reg [7:0] rx_1d, tx_1d, tx_2d, wdt;
    reg tx_st, dn, scisel, rw, cnt1, cnt2, inv1, inv2, ld_tdre, tdre;
    reg [1:0] addr, cst, nst;
    uart u1(.clk(clk), .rstb(rstb), .scisel(scisel), .rw(rw), .rxd(rxd), .addr(addr), .dbus(dbus),
            .sciirq(sciirq), .txd(txd));
    assign dbus=wdt;
    always@(posedge clk or negedge rstb)
    if(!rstb) {cnt1, cnt2, cst}<={2'b00, st};
    else
    begin
        cst<=nst;
        if(inv1)
        begin cnt1<=~cnt1;
            if(!cnt1) rx_1d<=dbus;
            else {rx_rd, rx_dt}<={1'b1, dbus, rx_1d};
        end
        else rx_rd<=1'b0;
        if(inv2) cnt2<=~cnt2;
        if(tx_rd) {tx_st, tx_2d, tx_1d}<={1'b1, tx_dt}; else if(dn) tx_st=1'b0;
        if(dn) tx_dn=1'b1; else if(tx_rd) tx_dn=1'b0;
        if(ld_tdre) tdre<=dbus[7];
    end
    always@*
    begin {inv1, inv2, ld_tdre, dn, scisel}=5'b00001; wdt=8'dz;
        case(cst)
        st: begin {addr, rw}=3'b111; wdt=8'b01000000; nst=rx; end
        rx: begin {addr, rw}=3'b000; nst=st_tx; if(sciirq) inv1=1'b1; else scisel=1'b0; end
        st_tx: begin {addr, rw}=3'b010; if(tx_st) {ld_tdre, nst}={1'b1, tx};
               else {scisel, nst}={1'b0, rx}; end
        tx: begin {addr, rw}=3'b001; nst=rx; if(tdre) begin inv2=1'b1;
            if(!cnt2) wdt=tx_1d; else {dn, wdt}={1'b1, tx_2d}; end else scisel=1'b0; end
        endcase
    end
endmodule
`timescale 1ns/1ps
module uart_rx
    (input clk, rstb, bclkx8, rxd, rdrf,
     output reg [7:0] rdr,
     output reg setrdrf, setoe, setfe);
    localparam idle = 2'b00, startdt = 2'b01, rdata = 2'b11;
    reg [1:0] cst, nst;
    reg [7:0] rsr;
    reg [2:0] ct1;
    reg [3:0] ct2;
    reg inc1, inc2, clr1, clr2, shftrsr, loadrdr, bclkx8d;
    wire bclkx8r = bclkx8 & (~bclkx8d);
    always@*
    begin {inc1, inc2, clr1, clr2, shftrsr, loadrdr, setrdrf, setoe, setfe} = 9'd0;
        case(cst)
        idle: if(!rxd) nst = startdt; else nst = idle;
        startdt: if(!bclkx8r) nst = startdt;
                 else if(rxd) {clr1, nst} = {1'b1, idle};
                 else if(ct1 == 3'd3) {clr1, nst} = {1'b1, rdata};
                 else {inc1, nst} = {1'b1,startdt};
        rdata: if(!bclkx8r) nst = rdata;
               else
               begin inc1 = 1'b1;
                   if(ct1 != 3'd7) nst = rdata;
                   else if(ct2 != 4'd8) {shftrsr, inc2, clr1, nst} = {3'b111, rdata};
                   else
                   begin {setrdrf, clr1, clr2, nst} = {3'b111, idle};
                       if(rdrf) setoe = 1'b1;
                       else if(!rxd) setfe = 1'b1;
                       else loadrdr = 1'b1;
                   end
               end
        default: nst = idle;
        endcase
    end
    always@(posedge clk or negedge rstb)
    if(!rstb) {bclkx8d, ct1, ct2, cst} <= {8'd0, idle};
    else
    begin
        cst <= nst;
        bclkx8d <= bclkx8;
        if(clr1) ct1 <= 3'd0; else if(inc1) ct1 <= ct1 + 3'd1;
        if(clr2) ct2 <= 4'd0; else if(inc2) ct2 <= ct2 + 4'd1;
        if(shftrsr) rsr <= {rxd, rsr[7:1]};
        if(loadrdr) rdr <= rsr;
    end
endmodule
`timescale 1ns/1ps
module uart_tx
    (input clk, rstb, bclk, tdre, loadtdr,
     input [7:0] dbus,
     output settdre, txd);
    localparam idle = 2'b00, sync = 2'b01, tdata = 2'b11;
    reg [1:0] cst, nst;
    reg [8:0] tsr;
    reg [7:0] tdr;
    reg [3:0] bct;
    reg inc, clr, loadtsr, shfttsr, start, bclkd;
    assign txd = tsr[0];
    assign settdre = loadtsr;
    wire bclkr = bclk & (~bclkd);
    always@*
    begin {inc, clr, loadtsr, shfttsr, start} = 5'd0;
        case(cst)
        idle: if(!tdre) {loadtsr, nst} = {1'b1, sync}; else {shfttsr, nst} = {1'b1, idle};
        sync: if(bclkr) {start, nst} = {1'b1, tdata}; else nst = sync;
        tdata: if(!bclkr) nst = tdata;
               else if(bct != 4'd8) {shfttsr, inc, nst} = {2'b11, tdata};
               else {clr, nst} = {1'b1, idle};
        default: nst = idle;
        endcase
    end
    always@(posedge clk or negedge rstb)
    if(!rstb) {tsr, cst, bct, bclkd} <= {9'd511, idle, 5'd0};
    else
    begin
        cst <= nst;
        bclkd <= bclk;
        if(clr) bct <= 4'd0; else if(inc) bct <= bct + 4'd1;
        if(loadtdr) tdr <= dbus;
        if(loadtsr) tsr <= {tdr, 1'b1};
        if(start) tsr[0] <= 1'b0;
        if(shfttsr) tsr <= {1'b1, tsr[8:1]};
    end
endmodule
```
**run.sh**
```bash
#!/bin/bash
# OpenROAD 26Q1-2900-gdf79404cd8, Yosys 0.63+post, stock flow scripts
make -C /OpenROAD-flow-scripts/flow DESIGN_CONFIG=/design/flow/config.mk WORK_HOME=/design/flow/orfs finish
```
==> run notes <==
After Yosys synthesis, full adders, half adders and majority gates account for 3.63% of the synthesized area. The count of unique library cells instantiated by Yosys was 55; the number of antenna repair diodes was 0. Looking at the power breakdown, combinational cells take 6.6% of the total.

The clock period could shrink to 2.19 ns. Setup repair after global routing left no endpoint under its margin. The run gives 0 for the count of final max-slew check failures. With the total congestion overflow at 0, the per-instance average area after synthesis is 13.3 µm².

The ratio of cells with drive above 1 in the final layout was 10.1%. Per the timing report, the most critical flop-to-flop path finishes at rx_dt[0]. The path depth of the worst reg2reg path was 4; the post-synthesis instance total was 338. The die is 108 µm wide. The core region is 10900 µm².

The number of enable-type register cells in the synthesized netlist is 54. For the sequential share of the synthesized area, the log shows 66.2%. In this run the post-CTS setup repair buffer count came out at 0. The clock-pin slew on the worst setup and hold paths works out to 0.11 ns. The dominant combinational cell family by area after synthesis was simple AND/OR/NAND/NOR gates.

In the global route stage, overall resource usage came out at 13.9%. The switching share of total power was 24.8%. Input and output buffers added on the ports amount to 38.

The internal power was 1750 µW. According to the timing report, the data required time at the worst endpoint equals 3.51 ns. The number of warnings reported in the stage logs is 31. Worst setup path endpoint: rx_dt[0].

Number of sinks on the clock net: 107. The run finished with clean final reports. STA lists the startpoint of the worst register-to-register path as cst[3]. The most common cell in the synthesized netlist is edfxtp_1. The run gives 16 as the warning count from the yosys run. The part of the total power dissipated in sequential elements is 61.3%, and the via count of the first global-routing pass is 2497. In this run the power spent charging and discharging nets is 578 µW.

The clock arrives with 0.0179 ns of skew. STA lists the maximum fanout along the critical path as 16. The tree is rooted in a clkbuf_8. The tools report the total power consumption of the routed design as 2330 µW.

Clock latency on the worst-skew pair, taken at its later pin, is 0.37 ns. The clock tree synthesis step divided the H-tree into 3 levels. TritonCTS built the clock tree. Per the summary, power density relative to cell area is 446 nW/µm². The worst setup path is of the reg -> reg kind. The run gives 2.20 ns for the arrival time of the worst setup path. The most critical setup path has its startpoint at cst[3]. The pin closest to its max-slew limit shows a slew of 0.802 ns. The die is 108 µm tall.

For the half-perimeter wire length of the detailed placement result, the log shows 4990 µm. The pin count of the biggest net entering global routing came out at 34. The initial antenna violation count came out at 0. The tools report the number of buffers inserted for hold repair after clock tree synthesis as 0.

The class of the worst hold path was in -> async. In this run the core area contains 38 standard-cell rows. Summing the areas of all xor and xnor instances in the mapped netlist gives 1.95% of the synthesized area. The first global-routing pass estimated 12000 µm of wire. The worst path uses 62.6% of the clock period. Per the synthesis report, the single largest cell type by area occupies 36.2% of cell area. Dividing the detail-routed via count by the number of cells gives 4.97. The leakage power came out at 0.00202 µW. The fraction of registers with async set/reset came out at 49.5%. The CTS report gives the tree buffer count as 9. The synthesized flop and latch total came out at 107.

Hold-check failures listed in the final report amount to 0. The final layout reports a setup TNS of 0 ns. The run gives 4 for the first-pass iteration count of the detailed router. Measured against the total synthesized area, the mux share comes to 4.10%. The number of nets with antenna violations after routing is 0. The cell-mix breakdown from Yosys lists the simple-gate area share as 13.6%. Across the run, the number of max-cap violations was 0. The placer congestion estimate came out at 0.780. Looking at area per cell type in the netlist, the leader is edfxtp_1. The run gives 41.2% as the starting density of the core. The dominant register cell is edfxtp_1. The run gives 11600 µm² as the total die size.

The run gives 338 for the number of cells in the yosys synthesis report. According to the Yosys statistics, the synthesized design has a chip area of 4480 µm². The routed layout has 2610 vias. The part of the total power dissipated in the clock network was 32.2%; the normalized max-slew margin was 46.1%.

The synthesis report lists the most area-consuming cells as edfxtp_1 (36%), dfrtp_1 (22%), dfstp_2 (7.6%). The number of placed I/O pins is 39. The growth of design area from synthesis to finish works out to 16.3%. Critical path endpoint category: a flip-flop. After detailed routing, the number of remaining DRC violations is 0.

Once the clock tree was built, the resizer swapped 0 gates to a different size. The element type at the critical path start was a flip-flop. The tools report the maximum operating frequency as 456 MHz. For the slack of the worst reg-to-reg path, the log shows 1.31 ns. By count the netlist is led by edfxtp_1 (54), dfrtp_1 (40), nand2_1 (30), nand3_1 (21), o21ai_0 (18). The average routed wire per standard cell is 13.6 µm, and the maximum resistive drop on vdd is 0.268 mV. The detailed router finished its first iteration with 188 violations. From the final report, the count of setup violators was given as 0. The cell area that synthesis handed to floorplanning was 4480 µm². For this block, the routed nets add up to 7150 µm of wire. No sink is reached through more buffers than the 2 on the longest clock path. The AND-OR/OR-AND share of the synthesized area came out at 8.10%.
[power groups by stage]
stage | logic (µW) | registers, µW | clock network, µW
CTS | 156 | 1430 | 776
global route | 174 | 1430 | 831
finish | 153 | 1430 | 748
[per-stage QoR]
stage	area (µm²)	utilization [%]	std cells	hold slack, ns	setup WS [ns]
global route	5210	47.9	525	0.342	1.11
floorplan	4480	-	338	0.400	1.66
CTS	5210	47.9	525	0.322	1.28
detailed placement	5000	45.9	509	0.405	1.18
global placement	5000	45.9	509	0.402	1.21
finish	5210	47.9	525	0.319	1.31
[placed cells by master (no fill, tap or decap), types with 4 or more instances in the layout]
cell type / instances
nor2b_1: 9
clkinv_8: 4
clkdlybuf4s50_1: 37
and2_1: 8
ha_1: 13
o21ai_0: 18
edfxtp_1: 54
dfstp_2: 13
xnor2_1: 7
inv_1: 17
nor2_1: 12
and3_1: 5
dfrtp_1: 40
nand3_1: 21
nand2_1: 30
clkbuf_8: 9
mux2i_1: 9
o21ai_1: 10
[worst max-delay path: stages (launching register included)]
cell     delay, ns
dfrtp_1       0.54
nor2_1        0.20
o21ai_0       0.11
nor2_1        0.28
and3_1        0.69
[area by class of cell]
cell class | instances | area, µm²
timing repair buffer | 39 | 383
sequential | 107 | 2960
clock buffer | 9 | 124
multi-input combinational | 206 | 1410
clock inverter | 7 | 91.3
tap | 140 | 175
fill | 939 | 5680
inverter | 17 | 63.8
[sequential cells by signal, indices dropped and copies added, names as in the netlist, 6 cells and up]
name         count
rx_1d            8
tx_1d            8
tx_2d            8
u1.tx.tdr        8
rx_dt           16
u1.tx.tsr        9
u1.bg.temp1      6
[how the worst min path moves through the flow]
stage	from	end	depth (start not counted)
4_1_cts	rstb	cnt2	1
5_1_grt	rstb	cst[1]	1
6_report	rstb	cnt2	1
[logic make-up after synthesis]
family | count (synthesis)
compound gates | 55
xor+xnor | 10
fa+ha+maj | 13
buf+inv | 25
flops | 107
mux | 15
other cells | 1
simple gates | 112
[metal layers]
metal,share of wire (%),GRT usage (%)
met5,0,0
met3,2.4,2.10
met4,1.7,2.05
met2,45,19.8
met1,51,25.0
Power and IR drop assume default switching activity.
